**/design/flow/run.sh**
```bash
#!/bin/bash
# OpenROAD 26Q1-2900-gdf79404cd8, Yosys 0.63+post, stock flow scripts
make -C /OpenROAD-flow-scripts/flow DESIGN_CONFIG=/design/flow/config.mk WORK_HOME=/design/flow/orfs finish
```
**/design/flow/config.mk**
```make
export PLATFORM = sky130hd
export DESIGN_NAME = SOC
export DESIGN_NICKNAME = SOC
export VERILOG_FILES = /design/flow/design.v
export SDC_FILE = /design/flow/constraint.sdc
export NUM_CORES = 4
export LEC_CHECK = 1
export CORE_AREA = 10 10 70 70
export DIE_AREA = 0 0 80 80
```
**/design/flow/constraint.sdc**
```tcl
current_design SOC

set clk_period 1.6
set clk_io_pct 0.2

create_clock -name clk0 -period $clk_period [get_ports {CLK}]

set non_clock_inputs [all_inputs -no_clocks]
set_input_delay [expr $clk_period * $clk_io_pct] -clock clk0 $non_clock_inputs
set_output_delay [expr $clk_period * $clk_io_pct] -clock clk0 [all_outputs]
```
**/design/flow/design.v**
```verilog
module SOC (
    input  CLK,        
    input  RESET,      
    output [4:0] LEDS, 
    input  RXD,        
    output TXD         
);
   reg [4:0] count = 0;
   always @(posedge CLK) begin
      count <= count + 1;
   end
   assign LEDS = count;
endmodule
```
==> run summary <==
Results of the run.

The flow ran to the end, and the final reports show no timing, DRC or antenna violations. The core region is 3420 um2. The floorplan step set the die height to 80 um. The floorplan report gives the top-level pin count as 9. The report lists the number of standard-cell rows as 21.

The via density per instance is 1.66. The slowest cell on the critical path is sky130_fd_sc_hd__clkdlybuf4s50_1. The design draws 268 uW. The register ranked first by flip-flop count is count. The worst register-to-register path begins at count[0]. The data required time reported for the critical path is 1.28 ns. The iteration tally of the first detailed-router pass is 1. In this run the worst path has a maximum fanout of 4. The largest registers in the layout are count (5). The die outline width is 80 um. Once detail routing completed, the nets flagged for antenna violations numbered 0.

The final-layout setup total negative slack is 0 ns. The first global-routing pass estimated 614 um of wire. The repair_antennas step left the layout with diodes totalling 0.

The violation count after the first detailed-routing iteration is 0. The leakage component of the power was reported as 0.0977 nW. In the global route stage, met2 resource usage came out at 0.00963. The number of clock buffers added by TritonCTS is 3.

The family with the most delay on the worst path is buffers and inverters. After layout, the minimum clock period comes to 1.46 ns. The top cell type's share of synthesized area is 0.611. Global route summary, busiest routing layer listed as met3.

The report lists the power per cell area as 922 nW/um2. STA classifies the critical path endpoint as an output pin. The share of the Yosys chip area taken by registers is 0.611. The path category of the worst min-delay check is register to register. The arrival time at the worst endpoint is 1.14 ns. TritonCTS built the clock tree. The number of global-route vias before repair is 128. Along the critical path, the tally of buffer and inverter instances is 1.

The placer's final routability congestion estimate is 0.648. The endpoint of the worst hold path is reported as count[0]. The number of placed instances, taps included, is 64. Of the cells placed in the final design, the portion with a size suffix greater than 1 is 0.136.

The deepest level of the CTS H-tree is 1. IR analysis of the VDD net gives a maximum drop of 0.000321 V. Synthesis instantiated 8 different standard cells from the library.

The global-route usage over all layers is 0.0144. The count of yosys warnings during synthesis is 2. The initial antenna violation count is 0. The post-CTS hold buffer count recorded in the log is 0.

The synthesis stat section lists a flop and latch total of 5. The CTS clock-pin slew for the worst setup and hold paths is 0.04 ns. Logged for this run, the post-placement worst setup slack is 0.390 ns. Looking at hold timing, the worst path starts from count[0]. Dividing the detail-routed wire length by the instance count gives 5.75 um. By area the synthesized netlist is led by sky130_fd_sc_hd__dfxtp_1, sky130_fd_sc_hd__xnor2_1, sky130_fd_sc_hd__ha_1, sky130_fd_sc_hd__nand3_1, sky130_fd_sc_hd__xor2_1.

The number of flip-flops under the largest register name is 5. The critical path start-end classification is register to output pin. The post-CTS setup repair buffer count is 0. Once routing completed, OpenROAD measured the worst setup slack at 0.143 ns. Detailed routing inserted a total of 113 vias. The endpoint of the worst register-to-register path is count[4].

Per the detail_route report, DRC violations left total 0. For reference, the post-synthesis area per instance comes to 11.7 um2. The worst setup path is launched from a register.

The number of OpenROAD warnings is 27. The fmax is 686 MHz. Summing every instance area after synthesis gives 164 um2. For met1 alone, demand over resource in global routing was 0.0167. Counting every instance in the synthesized netlist gives 14. The total grt overflow is 0. The floorplan step defined a die boundary enclosing 6400 um2. Per STA, the worst path is made up of clkdlybuf4s50_1. The hold-critical path depth is 1. The worst-case reg-to-reg path depth is 3. The final report lists the setup-violating endpoint count as 0.

The area added between synthesis and finish is 77.1%. The buffer depth of the longest clock path is 2. According to the CTS report, the clock sink count is 5. The final cycle utilization of the critical path is 0.911. The finished layout holds 68 standard cells, fillers aside. Setup slack on the worst reg-to-reg path comes out at 0.67 ns. Fill cells in the final layout number 403.

The pin count of the biggest net entering global routing is 5. The share of the core filled by cells before placement is 0.0480. The largest area contributor in the netlist is sky130_fd_sc_hd__dfxtp_1.

The count of endpoints failing hold in the final timing report is 0. Post-CTS repair ended up resizing 0 cells. The number of violations of the max-capacitance limit is 0.

The area reported by Yosys stat is 164 um2. The detailed router reported a total wirelength of 391 um. At the later pin of the worst-skew pair, clock insertion delay measures 0.24 ns. The worst-case clock skew is 0.00148 ns. The synth_stat.txt file lists the number of cells as 14.

Max-slew check failures listed in the final report amount to 0. CTS placed an instance of sky130_fd_sc_hd__clkbuf_4 at the clock tree root. The count of buffers inserted at the top-level ports is 5. Setup repair after global routing left no endpoint under its margin. For this run, global-route usage on met3 was measured as 0.0261. The largest single stage delay on the critical path is 0.51 ns.
-- cells in the mapped netlist --
library cell,count
sky130_fd_sc_hd__dfxtp_1,5
sky130_fd_sc_hd__nand3_1,2
sky130_fd_sc_hd__xnor2_1,2
sky130_fd_sc_hd__buf_4,1
sky130_fd_sc_hd__conb_1,1
sky130_fd_sc_hd__ha_1,1
sky130_fd_sc_hd__inv_1,1
sky130_fd_sc_hd__xor2_1,1
-- worst register-to-register path, stage by stage (launching register included) --
cell and delay (ns):
sky130_fd_sc_hd__dfxtp_1 0.38, sky130_fd_sc_hd__ha_1 0.20, sky130_fd_sc_hd__nand3_1 0.11, sky130_fd_sc_hd__xnor2_1 0.14
-- worst max-delay path by stage --
| stage | from | end | slack [ns] | cells past startpoint |
|---|---|---|---|---|
| 4_1_cts | count[2] | LEDS[2] | 0.13 | 1 |
| 5_1_grt | count[0] | LEDS[0] | 0.07 | 1 |
| 6_report | count[2] | LEDS[2] | 0.14 | 1 |
-- kinds of logic after synthesis --
family	share of synthesized area
flops	0.611
other cells	0.0229
xor+xnor	0.160
buf+inv	0.0687
simple gates	0.0611
fa+ha+maj	0.0763
-- layer usage --
metal,share of wire,vias to the layer above
met3,0.26,0
met1,0.54,45
met5,0,-
met2,0.20,9
met4,0,0
li1,-,59
-- cell type report --
type	count	area (um2)	share of cell area
Tap cell	46	57.6	0.198
Inverter	1	3.75	0.0129
Clock buffer	4	26.3	0.0905
Sequential cell	5	100	0.345
Timing Repair Buffer	5	50.0	0.172
Multi-Input combinational cell	7	52.6	0.181
-- per-stage QoR --
| stage | util | hold slack, ns | area, um2 |
|---|---|---|---|
| 3_3_place_gp | 0.0773 | 0.392 | 264 |
| 2_1_floorplan | - | 0.371 | 164 |
| 5_1_grt | 0.0850 | 0.449 | 290 |
| 4_1_cts | 0.0850 | 0.416 | 290 |
| 3_5_place_dp | 0.0773 | 0.402 | 264 |
| 6_report | 0.0850 | 0.416 | 290 |
-- power by group --
| part | internal (mW) | switching, mW | leakage (nW) |
|---|---|---|---|
| logic | 0 | 0.000123 | 0.0425 |
| clock network | 0.0941 | 0.0484 | 0.0150 |
| registers | 0.125 | 0 | 0.0402 |
| total | 0.219 | 0.0485 | 0.0977 |
-- cell usage in the layout (no fill, tap or decap) --
master / instances
sky130_fd_sc_hd__ha_1: 1
sky130_fd_sc_hd__clkdlybuf4s50_1: 5
sky130_fd_sc_hd__xnor2_1: 2
sky130_fd_sc_hd__xor2_1: 1
sky130_fd_sc_hd__clkbuf_4: 3
sky130_fd_sc_hd__clkbuf_1: 1
sky130_fd_sc_hd__inv_1: 1
sky130_fd_sc_hd__conb_1: 1
sky130_fd_sc_hd__nand3_1: 2
sky130_fd_sc_hd__dfxtp_1: 5
No activity file was given, so power comes from the tool's default toggle rates.
