<file path="/design/flow/config.mk">
export PLATFORM = sky130hd
export DESIGN_NAME = processor
export DESIGN_NICKNAME = processor
export VERILOG_FILES = /design/flow/design.v
export SDC_FILE = /design/flow/constraint.sdc
export NUM_CORES = 4
export LEC_CHECK = 1
export CORE_UTILIZATION = 30
</file>
<file path="/design/flow/constraint.sdc">
current_design processor

set clk_period 28.4
set clk_io_pct 0.2

create_clock -name clk0 -period $clk_period [get_ports {CLK}]

set non_clock_inputs [all_inputs -no_clocks]
set_input_delay [expr $clk_period * $clk_io_pct] -clock clk0 $non_clock_inputs
set_output_delay [expr $clk_period * $clk_io_pct] -clock clk0 [all_outputs]
</file>
<file path="/design/flow/design.v">
module processor
(
    input         CLK,
    input         reset,
    input  [31:0] memory_read_data,
    output [31:0] memory_address,
    output        memory_read_strobe,
    output [31:0] x1
);
    reg [31:0] register_bank [0:31];
    reg [31:0] programme_counter;
    reg [31:0] instruction;
    assign x1 = register_bank[1];  
    assign memory_address = programme_counter;
    assign memory_read_strobe = (state == k_state_fetch_instruction);
    localparam k_opcode_ALUreg = 7'b0110011;
    localparam k_opcode_ALUimm = 7'b0010011;
    wire [6:0] opcode = instruction[6:0];
    wire isALUreg = (opcode == k_opcode_ALUreg );
    wire isALUimm = {opcode == k_opcode_ALUimm };
    wire [4:0] rs1Id  = instruction[19:15];
    wire [4:0] rs2Id  = instruction[24:20];
    wire [4:0] rdId   = instruction[11:7];
    wire [2:0] funct3 = instruction[14:12];
    wire [6:0] funct7 = instruction[31:25];
    wire [31:0] iImm  = { {21{instruction[31]}}, instruction[30:20] };
    localparam k_state_fetch_instruction = 2'd0;
    localparam k_state_wait_instruction  = 2'd1;
    localparam k_state_fetch_registers   = 2'd2;
    localparam k_state_execute           = 2'd3;
    reg  [31:0] rs1;
    reg  [31:0] rs2;
    reg  [1:0]  state;
    wire [31:0] write_back_data;
    wire        write_back_enable;
    always @(posedge CLK) begin
        if(reset) begin
            programme_counter <= 0;
            state             <= k_state_fetch_instruction;
        end else begin
            if(write_back_enable && rdId != 0)
                register_bank[rdId] <= write_back_data;
            case(state)
                k_state_fetch_instruction: begin
                    state       <= k_state_wait_instruction;
                end
                k_state_wait_instruction: begin
                    instruction <= memory_read_data;
                    state       <= k_state_fetch_registers;
                end
                k_state_fetch_registers: begin
                    rs1   <= register_bank[rs1Id];
                    rs2   <= register_bank[rs2Id];
                    state <= k_state_execute;
                end
                k_state_execute: begin 
                    programme_counter <= programme_counter + 1;
                    state             <= k_state_fetch_instruction;
                end
                default: state <= k_state_fetch_instruction;
            endcase
        end
    end
    wire [31:0] alu_in_1         = rs1;
    wire [31:0] alu_in_2         = isALUreg ? rs2 : iImm;
    reg  [31:0] alu_out;
    wire  [4:0] alu_shift_amount = isALUreg ? rs2[4:0] : instruction[24:20]; 
    assign write_back_enable = (isALUreg || isALUimm)  && (state == k_state_execute);
    assign write_back_data = alu_out;
    always @(*) begin
        case(funct3)
            3'b000: alu_out = (isALUreg & funct7[5]) ? (alu_in_1 - alu_in_2) : (alu_in_1 + alu_in_2);
            3'b001: alu_out = alu_in_1 << alu_shift_amount;
            3'b010: alu_out = ( $signed(alu_in_1) < $signed(alu_in_2));
            3'b011: alu_out = (alu_in_1 < alu_in_2);
            3'b100: alu_out = (alu_in_1 ^ alu_in_2);
            3'b101: alu_out = funct7[5] ? ( $signed(alu_in_1) >>> alu_shift_amount ) : ( $signed(alu_in_2) >> alu_shift_amount );
            3'b110: alu_out = (alu_in_1 | alu_in_2);
            3'b111: alu_out = (alu_in_1 & alu_in_2);
            default: alu_out = 32'h0;
        endcase
    end
endmodule
</file>
<file path="/design/flow/run.sh">
#!/bin/bash
# OpenROAD 26Q1-2900-gdf79404cd8, Yosys 0.63+post, stock flow scripts
make -C /OpenROAD-flow-scripts/flow DESIGN_CONFIG=/design/flow/config.mk WORK_HOME=/design/flow/orfs finish
</file>
==> deck_impl_summary.md <==
Flow Results at a Glance

Status
  – Result of the run: completed

Clock tree
  – Root cell of the clock tree: sky130_fd_sc_hd__clkbuf_16
  – Hold_buf cts: 0
  – Cts bufs inserted: 130
  – Clock latency (worst-skew pair): 0.78 ns
  – H-tree Lvls: 4
  – Sink count of the clock tree: 1,156
  – Setup Buffers After CTS: 0
  – Largest buffer count on any clock path: 3
  – Clock slew seen by the registers of the worst setup and hold paths: 0.06 ns
  – Number of gates given a new drive strength after cts: 0
  – TritonCTS clock tree: built

Critical path
  – Critical Setup Path Class: input pin to flip-flop
  – Data arrival time of the worst path: 8.60 ns
  – Worst setup startpoint: reset
  – Worst Setup End Kind: flip-flop
  – Reg2reg start: instruction[2]
  – Highest fanout seen on the critical path: 37
  – Critical path capture point: register_bank[26][7]
  – Cell count of the worst reg-to-reg path: 16
  – Crit path required time: 28.84 ns
  – Register-to-Register Setup Slack: 22.17 ns
  – R2R Path End: register_bank[13][29]
  – Critical path startpoint category: input pin

Power
  – Net switching component of the power: 885 uW
  – Power share of the combinational group: 0.079
  – Flop pwr share: 0.496
  – Power Dens Cells: 53.8 mW/mm^2
  – Leakage power of the design: 0.0229 uW
  – Internal Pwr Total: 2940 uW
  – VDD IR-drop max: 0.0554 mV
  – Fraction of power consumed by the clock network: 0.425
  – Switching fraction of total power: 0.232

Global routing
  – Overall Global Routing Usage: 0.214
  – Initial antenna violation count: 10
  – Number of global-route vias before repair: 41,900
  – Maximum number of pins on one net before global-route repair: 97
  – GRT overflow: 0
  – Global-route wire length before repair: 302,000 um

Floorplan
  – Total number of placement rows: 166
  – Initial cell density of the core: 0.303
  – Core region area: 0.205 mm^2
  – Top-Level Pins: 99
  – Overall die height: 457 um
  – Die area: 0.209 mm^2
  – Horizontal die size: 457 um

Routing
  – Drt wl/cell: 30.5 um
  – Detail-routed via count per cell: 5.72
  – Detailed Routing Iterations Pass 1: 6
  – Routed WL: 210,000 um
  – Detailed-route DRC error count: 0
  – First DRT Iteration DRCs: 3,492
  – Via count: 39,400
  – Post-detailed-route count of antenna-violating nets: 0

Logic synthesis
  – Register bit total from synthesis: 1,156
  – Register share after synthesis: 0.554
  – Count of yosys warnings during synthesis: 1
  – Simple Share, Synth: 0.0516
  – Chip area line of the yosys report: 0.0621 mm^2
  – Post-synth design cell area: 0.0621 mm^2
  – Top comb family, area: multiplexers
  – Post-synthesis average cell area: 15.6 um^2
  – Mux area share: 0.266
  – Adders+Majority by Area: 0.0189
  – Xor-xnor portion of the synthesized cell area: 0.00917
  – Post-synthesis cell type count: 96
  – Number of cells in Yosys stat: 3,970
  – Aoi/oai-family share of the synthesized area: 0.0743
  – Post-synth EDFFs: 1,120
  – Primary flip-flop cell chosen by synthesis mapping: sky130_fd_sc_hd__edfxtp_1
  – Gate count of the mapped netlist: 3,970
  – Ys async rst share: 0

Layout
  – Fraction of layout instances using a drive strength above 1: 0.279
  – Post-route non-filler standard cell count: 6,885
  – Post-route core utilization: 0.346
  – Final cell area excluding filler cells: 0.0710 mm^2
  – Number of filler cells placed in the layout: 19,200
  – Most instantiated logic cells after routing: sky130_fd_sc_hd__edfxtp_1 (1,120), sky130_fd_sc_hd__mux4_2 (643), sky130_fd_sc_hd__nand2_1 (222), sky130_fd_sc_hd__nor2_1 (194), sky130_fd_sc_hd__o21ai_0 (190)
  – P&R area growth vs syn: 14.4%
  – Most common logic cell in the routed design: sky130_fd_sc_hd__edfxtp_1

Worst hold path
  – Worst hold path type: flip-flop to flip-flop

Timing
  – Final hold violation count: 0
  – Remaining max-slew budget at the tightest pin: 0.355
  – Total negative setup slack: 0 ns
  – Minimum clock period: 8.16 ns
  – Final critical-path share of the clock period: 0.287
  – Measured slew at the worst slew-check pin: 0.943 ns
  – Largest clock skew in the final design: 0.0450 ns
  – Upper clock frequency limit: 123 MHz
  – Count of pins over their slew limit: 0
  – Finish-stage setup viols: 0
  – RSZ-0062 raised after global routing: no

Place
  – Placed cell count: 6,653
  – Port Buf Inserts: 98
  – Placed Instance Area: 0.0669 mm^2
  – RD Place Congestion: 1.06
  – HPWL Detailed: 146,000 um

Job
  – Maximum Capacitance Violations: 0
  – Number of logged tool warnings: 80
## state kept, by name, indices dropped and copies added (netlist names)
name               cells
state                  4
instruction           32
rs1                   32
register_bank       1024
programme_counter     32
rs2                   32
## worst min path at each step
stage     startpoint       end  slack [ns]  cells past startpoint
5_1_grt     state[0]  state[2]        0.48                      1
6_report    state[0]  state[2]        0.47                      1
4_1_cts     state[0]  state[2]        0.47                      1
## critical path, cell delays in order
cell	delay (ns)
sky130_fd_sc_hd__clkdlybuf4s50_1	0.41
sky130_fd_sc_hd__buf_4	0.29
sky130_fd_sc_hd__and4b_1	0.57
sky130_fd_sc_hd__nor2b_1	0.25
sky130_fd_sc_hd__nand2_1	0.11
sky130_fd_sc_hd__buf_4	0.23
sky130_fd_sc_hd__nor2_4	0.62
sky130_fd_sc_hd__buf_4	0.40
## cell type report
| type | instances | area (um^2) | area share |
|---|---|---|---|
| Sequential cell | 1156 | 34400 | 0.484 |
| Tap cell | 2688 | 3360 | 0.0474 |
| Inverter | 109 | 409 | 0.00576 |
| Timing Repair Buffer | 259 | 2250 | 0.0317 |
| Clock inverter | 74 | 693 | 0.00976 |
| Antenna cell | 1 | 2.50 | 0.0000352 |
| Multi-Input combinational cell | 2441 | 26500 | 0.374 |
| Clock buffer | 157 | 3410 | 0.0480 |
## cell families after synthesis
kind of cell	count (synthesis)
fa+ha+maj	93
other cells	1
compound gates	722
xor+xnor	65
mux	835
simple gates	694
buf+inv	404
flops	1156
## cell usage after synthesis, drive strengths merged, types with 7 or more instances
cell type	number	area share
or2	8	0.00081
and3	18	0.0018
buf	118	0.0089
nor2b	14	0.0014
o21ai	212	0.017
mux4	643	0.23
ha	92	0.019
mux2i	93	0.015
nor3	39	0.0032
nor2	227	0.014
or3	10	0.0010
o31ai	12	0.0015
nand3	80	0.0069
o22ai	13	0.0013
a221oi	9	0.0013
a21o	24	0.0029
a31oi	27	0.0027
a21oi	188	0.016
o221ai	7	0.00099
mux2	99	0.018
clkbuf	177	0.011
xnor2	35	0.0049
o211ai	50	0.0060
nand3b	8	0.00097
and2	12	0.0013
a211oi	46	0.0056
edfxtp	1120	0.54
dfxtp	36	0.012
o311ai	8	0.0011
nor4	9	0.00091
nand4	13	0.0013
nand2b	13	0.0013
xor2	30	0.0042
inv	109	0.0066
a22oi	9	0.0011
a311oi	8	0.0011
a211o	18	0.0025
o21a	7	0.00085
nand2	223	0.014
o21bai	10	0.0012
## routing by layer
metal  track usage  vias up  share of wire
met5        0.0142        -         0.0022
met4        0.0753       22          0.046
met3         0.138      447           0.16
met2         0.320     2496           0.46
met1         0.252    19900           0.33
li1              -    16600              -
## metrics by stage
step	hold WS [ns]	setup WS, ns	total power (uW)
2_1_floorplan	0.414	19.18	2110
3_3_place_gp	0.455	19.50	2230
3_5_place_dp	0.456	19.55	2230
4_1_cts	0.472	20.35	3850
5_1_grt	0.480	20.18	3940
6_report	0.471	20.24	3820
## power by group through the flow
| stage | registers, uW | logic (uW) | clock network [uW] |
|---|---|---|---|
| 4_1_cts | 1890 | 298 | 1660 |
| 5_1_grt | 1890 | 321 | 1720 |
| 6_report | 1890 | 301 | 1630 |
Power figures rest on the tool's default switching activity, not on a simulated workload.
