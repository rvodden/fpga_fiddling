## flow/config.mk

```make
export PLATFORM = sky130hd
export DESIGN_NAME = i2s_receiver
export DESIGN_NICKNAME = i2s_receiver
export VERILOG_FILES = /design/flow/design.v
export SDC_FILE = /design/flow/constraint.sdc
export NUM_CORES = 4
export LEC_CHECK = 1
export CORE_AREA = 10 10 110 110
export DIE_AREA = 0 0 120 120
```

## flow/constraint.sdc

```tcl
current_design i2s_receiver

set clk_period 3.6
set clk_io_pct 0.2

create_clock -name clk0 -period $clk_period [get_ports {CLK}]

set non_clock_inputs [all_inputs -no_clocks]
set_input_delay [expr $clk_period * $clk_io_pct] -clock clk0 $non_clock_inputs
set_output_delay [expr $clk_period * $clk_io_pct] -clock clk0 [all_outputs]
```

## flow/design.v

```verilog
module i2s_receiver #(
    parameter MAX_SAMPLE_WIDTH = 24  
)(
    input  wire                        CLK,           
    input  wire                        RST,
    input  wire                        I2S_SCK,       
    input  wire                        I2S_WS,        
    input  wire                        I2S_SD,        
    output reg  [MAX_SAMPLE_WIDTH-1:0] sample_out,   
    output reg                         sample_valid,
    output reg                         sample_channel   
);
localparam [1:0]
    I2SR_IDLE    = 2'b00,
    I2SR_RECEIVE = 2'b01,
    I2SR_DONE    = 2'b10,
    INVALID      = 2'b11;
reg [1:0] current_state, next_state;
reg [MAX_SAMPLE_WIDTH-1:0] sample_buffer, next_sample_buffer;
reg prev_ws;  
reg prev_sck;  
task handle_idle;
    begin
        if(I2S_WS != prev_ws) begin
            next_state = I2SR_RECEIVE;
        end
    end
endtask
task handle_receive;
    begin
        if (I2S_SCK && !prev_sck) begin  
            next_sample_buffer = {sample_buffer[MAX_SAMPLE_WIDTH-2:0], I2S_SD};  
        end
        if (I2S_WS != prev_ws) begin  
            next_state = I2SR_DONE;
        end
    end
endtask
task handle_done;
    begin
        next_state = I2SR_RECEIVE;
    end
endtask
always @(*) begin
    next_sample_buffer = sample_buffer;
    next_state = current_state;
    case (current_state)
        I2SR_IDLE,
        INVALID:      handle_idle();
        I2SR_RECEIVE: handle_receive();
        I2SR_DONE:    handle_done();
    endcase
end
task handle_reset;
    begin
        sample_buffer <= 0;
        current_state <= I2SR_IDLE;
        prev_ws <= 0;
        prev_sck <= 0;
    end
endtask
always @(posedge CLK or posedge RST) begin
    if(RST) begin
        handle_reset();
    end else begin
        current_state <= next_state;
        sample_buffer <= next_sample_buffer;
        prev_ws <= I2S_WS;
        prev_sck <= I2S_SCK;
    end
end
always @(*) begin
    sample_out = sample_buffer;
    sample_valid = 0;
    sample_channel = I2S_WS;
    case (current_state)
        I2SR_IDLE: begin
            sample_out = 0;
            sample_valid = 0;
            sample_channel = 0;
        end
        I2SR_RECEIVE: begin
            sample_valid = 0;
        end
        I2SR_DONE: begin
            sample_valid = 1;
        end
        default: begin  
            sample_valid = 0;
        end
    endcase
end
endmodule
```

## flow/run.sh

```bash
#!/bin/bash
# OpenROAD 26Q1-2900-gdf79404cd8, Yosys 0.63+post, stock flow scripts
make -C /OpenROAD-flow-scripts/flow DESIGN_CONFIG=/design/flow/config.mk WORK_HOME=/design/flow/orfs finish
```

==> summary.txt <==
yosys + openroad results -> antenna fix cells=0, TritonCTS clock tree=built, met3 Track Usage GR=0.0195, gr busiest metal=met2, Relative slew margins=0.655, Syn. warnings=1, Worst R2R Setup Slack=2010 ps, post-route ant nets=0, distinct lib cells=15, yosys stat cell total=92, DP Wirelength=1.96 mm, Clk Latency, worst-skew pair=270 ps, 1st-iter DRT viols=24, WL final=2.77 mm, XOR/XNOR Area Share=0.00694, layout cells sized above 1=0.268, root buffer cell=clkbuf_8, Hold Slack=499 ps, Worst Hold Launch=sample_buffer[23], # setup viols final=0, unrepaired setup endpoints after global routing=no, Worst Skew=5.85 ps, dominant logic cell types in the final layout=30 x clkdlybuf4s50_1, 28 x dfrtp_1, 26 x nor2b_1, 24 x mux2_2, 5 x clkbuf_8, gp weighted congestion=0.680, Final period util=0.719, Pre-antenna DRT Iters=2, die height=120 um, Residual DRC=0, clock share of power=0.185, PD cells=756 mW/mm^2, aoi share=0.0198, Synth mux share=0.214, met2 Use GR=0.0643, Crit Path Max Fanout=3, Final Max Slew Viols=0, mapped cell area=0.00126 mm^2, static leakage=0.000717 uW, Routed WL per cell=10.7 um, vias per cell=3.00, crit path DAT=1870 ps, critical path launch point type=input port, Vias=780, hold path endpoint=sample_buffer[23], Top-area cell share=0.556, Boundary Pins=31, fa+ha+maj area frac=0, OpenROAD warning count=25, met1 GRT Util=0.0478, fin crit period=2590 ps, post-synth top area cell=dfrtp_1, initial antenna violation count=0, Reg-to-Reg Start=current_state[0], Simple-Gate Fraction of Synth Area=0.152, Registers, synthesis=29, status=finished clean, Seq pwr share=0.411, grt ovf=0, port buffer count=30, first-pass GRT wire length=4.61 mm, Crit Path Category=input port to primary output, Area Growth Syn to Fin=41.8%, Hold Crit Class=flip-flop to flip-flop, Post-synth seq share=0.576, largest net degree at the start of global routing=30, FF-to-FF path depth=3, Comb power frac=0.404, number of gates resized after cts=0, clock sinks=29, core area=0.00977 mm^2, Rows=36, NetSw=329 uW, setup_tns=0 ps, postcts setup bufs=0, clock slew at reported path FFs=60 ps, most frequent logic cell in the layout=clkdlybuf4s50_1, width of the die=120 um, H-tree depth=2, Fmax achieved=0.386 GHz, Switching Share=0.243, hold buffers post-CTS=0, vias in the first global route=864, hold path cells=1, worst vdd ir=146 uV, Syn Area/Cell=13.7 um^2, die area=0.0144 mm^2, r2r endpoint=sample_buffer[0], Post-Syn Instances=92, CP Data Required Time=2880 ps, worst slew pin tran=518 ps, Synth logic family=multiplexers, total CTS buffers=5, Max Root-Sink Buffers=2, final-report hold violation count=0, crit end category=primary output, YS chip area=0.00126 mm^2, Max-cap violations=0, core utilization at floorplan=0.129, biggest area cells=dfrtp_1 56%, mux2_2 21%, nor2b_1 13%, total internal power=1020 uW, GRT Total Usage=0.0398
[worst max-delay path, cell delays in order]
cell and delay, ps:
clkdlybuf4s50_1 520, nor2b_1 140, clkdlybuf4s50_1 490
[per-layer routing]
layer / part of all wire / up-vias
met3: 0.092 / 5
li1: - / 366
met2: 0.48 / 21
met5: 0 / -
met4: 0.013 / 0
met1: 0.41 / 388
[power by group through the flow]
| stage | registers, uW | logic, uW | clock network, uW |
|---|---|---|---|
| 6_report | 555 | 545 | 250 |
| 5_1_grt | 583 | 615 | 281 |
| 4_1_cts | 559 | 570 | 265 |
[final cells by class]
class                   instances  area [um^2]
well taps                     133          166
clock buffers                   8         80.1
repair buffers                 32          315
flip-flops and latches         29          727
inverters                       1         3.75
multi-input cells              57          495
fillers                      1092         7990
[worst max path at each step]
stage	from	cells past startpoint	to
after global routing	I2S_WS	3	sample_channel
after CTS	I2S_WS	3	sample_channel
final	I2S_WS	3	sample_channel
[sequential cells by signal (all words and copies together) (netlist names)]
name,count
prev_sck,1
current_state,3
sample_buffer,24
prev_ws,1
[synth_stat cells, drive strengths merged]
cell    number
a211oi       1
a21oi        1
and2         1
buf          3
clkbuf       2
dfrtp       28
dfstp        1
inv          1
mux2        24
nand2b       1
nor2         1
nor2b       26
nor3         1
xnor2        1
[stage by stage]
| step | setup WS (ps) | power [uW] | instances | utilization | cell area (um^2) |
|---|---|---|---|---|---|
| after global placement | 992 | 1130 | 252 | 0.175 | 1710 |
| final | 1010 | 1350 | 260 | 0.183 | 1790 |
| after global routing | 970 | 1480 | 260 | 0.183 | 1790 |
| after detailed placement | 986 | 1130 | 252 | 0.175 | 1710 |
| after CTS | 986 | 1390 | 260 | 0.183 | 1790 |
| after floorplan | 1840 | 791 | 92 | - | 1260 |
[logic make-up after synthesis]
| kind of cell | Yosys count |
|---|---|
| AND/OR/NAND/NOR | 30 |
| AND-OR/OR-AND | 2 |
| multiplexers | 24 |
| buffers and inverters | 6 |
| flip-flops | 29 |
| XOR/XNOR | 1 |
No activity file was given, so power comes from the tool's default toggle rates.
